==> config.mk <==
export PLATFORM = sky130hd
export DESIGN_NAME = Gen
export DESIGN_NICKNAME = Gen
export VERILOG_FILES = /design/flow/design.v
export SDC_FILE = /design/flow/constraint.sdc
export NUM_CORES = 4
export LEC_CHECK = 1
export CORE_UTILIZATION = 40
==> constraint.sdc <==
current_design Gen

set clk_period 8.7
set clk_io_pct 0.2

create_clock -name clk0 -period $clk_period [get_ports {clk1M}]

set non_clock_inputs [all_inputs -no_clocks]
set_input_delay [expr $clk_period * $clk_io_pct] -clock clk0 $non_clock_inputs
set_output_delay [expr $clk_period * $clk_io_pct] -clock clk0 [all_outputs]
==> design.v <==
module Gen(signal,clk1M,out);
	input [4:0] signal;
	input clk1M;
	output out;
	wire [4:0] signal;
	reg [20:0] ti;
	wire clk1M;
	reg out;
	initial
		begin  
    		ti=0;
			out=0;
		end
	always @ (posedge clk1M)
			begin
				ti=ti+1;
				case(signal)
					5'b00000:
						if(ti<500000/523)		out=0;
						else if(ti>1000000/523) ti=0;
						else if(ti>500000/523) 	out=1;
					5'b00001:
						if(ti<500000/587)		out=0;
						else if(ti>1000000/587) ti=0;
						else if(ti>500000/587) 	out=1;
					5'b00010:
						if(ti<500000/659)		out=0;
						else if(ti>1000000/659) ti=0;
						else if(ti>500000/659) 	out=1;
					5'b00011:
						if(ti<500000/698)		out=0;
						else if(ti>1000000/698) ti=0;
						else if(ti>500000/698) 	out=1;
					5'b00100:
						if(ti<500000/784)		out=0;
						else if(ti>1000000/784) ti=0;
						else if(ti>500000/784) 	out=1;
					5'b00101:
						if(ti<500000/880)		out=0;
						else if(ti>1000000/880) ti=0;
						else if(ti>500000/880) 	out=1;
					5'b00110:
						if(ti<500000/998)		out=0;
						else if(ti>1000000/998) ti=0;
						else if(ti>500000/998) 	out=1;
					5'b01000:
						if(ti<1000000/523)		out=0;
						else if(ti>2000000/523) ti=0;
						else if(ti>1000000/523) out=1;
					5'b01001:
						if(ti<1000000/587)		out=0;
						else if(ti>2000000/587) ti=0;
						else if(ti>1000000/587) out=1;
					5'b01010:
						if(ti<1000000/659)		out=0;
						else if(ti>2000000/659) ti=0;
						else if(ti>1000000/659) out=1;
					5'b01011:
						if(ti<1000000/698)		out=0;
						else if(ti>2000000/698) ti=0;
						else if(ti>1000000/698) out=1;
					5'b01100:
						if(ti<1000000/784)		out=0;
						else if(ti>2000000/784) ti=0;
						else if(ti>1000000/784) out=1;
					5'b01101:
						if(ti<1000000/880)		out=0;
						else if(ti>2000000/880) ti=0;
						else if(ti>1000000/880) out=1;
					5'b01110:
						if(ti<1000000/998)		out=0;
						else if(ti>2000000/998) ti=0;
						else if(ti>1000000/998) out=1;
					5'b10000:
						if(ti<250000/523)		out=0;
						else if(ti>500000/523) 	ti=0;
						else if(ti>250000/523) 	out=1;
					5'b10001:
						if(ti<250000/587)		out=0;
						else if(ti>500000/587) 	ti=0;
						else if(ti>250000/587) 	out=1;
					5'b10010:
						if(ti<250000/659)		out=0;
						else if(ti>500000/659) 	ti=0;
						else if(ti>250000/659) 	out=1;
					5'b10011:
						if(ti<250000/698)		out=0;
						else if(ti>500000/698) 	ti=0;
						else if(ti>250000/698) 	out=1;
					5'b10100:
						if(ti<250000/784)		out=0;
						else if(ti>500000/784) 	ti=0;
						else if(ti>250000/784) 	out=1;
					5'b10101:
						if(ti<250000/880)		out=0;
						else if(ti>500000/880) 	ti=0;
						else if(ti>250000/880) 	out=1;
					5'b10110:
						if(ti<250000/998)		out=0;
						else if(ti>500000/998) 	ti=0;
						else if(ti>250000/998) 	out=1;
					5'b11111:
						out=0;
				endcase
	end
endmodule
==> run.sh <==
#!/bin/bash
# OpenROAD 26Q1-2900-gdf79404cd8, Yosys 0.63+post, stock flow scripts
make -C /OpenROAD-flow-scripts/flow DESIGN_CONFIG=/design/flow/config.mk WORK_HOME=/design/flow/orfs finish
==> flow_results.org <==
#+TITLE: Implementation results

** Run
- Number of warnings in the stage logs :: 28
- In this run the maximum-capacitance check reported violations numbering 0.

** Synth
- Library cells used by synthesis :: 83
- Fraction of registers with async set/reset :: 0%
- The post-synth count of flops with an enable pin is 1.
- Counting flops and latches in the post-synthesis netlist gives 22.
- The cell count after synthesis came out at 680.
- Post-synth the commonest register cell is dfxtp_1.
- For this run, the register share of the synthesized area comes to 10.2%.
- Yosys synthesis chip area :: 4400 µm²
- The number of cells reported by Yosys stat comes to 680.
- Mean cell area of the mapped netlist :: 6.46 µm²
- Area of the mapped netlist :: 4400 µm²
- Yosys warning count :: 1

** Worst setup path
- STA lists the maximum fanout along the critical path as 22.
- For this design, the slowest cell found on the critical path is or3_1.
- STA classifies the critical path endpoint as a register.
- Critical path launch point type :: register
- The critical path is of the register to register type.
- For the worst setup path, the data required time is 8680 ps.
- Data on the critical path arrives at its endpoint at 5540 ps.
- Walking the worst path, the cells encountered are ha_1, and3_1, nand3_1, o31ai_1, nand4_1, or3_1, nor2_1, mux2i_1, o221ai_1, or4_1, nor4b_2.
- In this design, the stage delay of the slowest critical-path cell is 760 ps.
- Kind of cell adding the most delay to the critical path :: simple AND/OR/NAND/NOR gates
- Buf+Inv Stages, Crit Path :: 0

** Global route
- In the global route stage, met2 resource usage came out at 55.7%.
- Overflow after GRT :: 0
- Layer carrying the most global-route usage :: met2
- The number of global-route vias before repair came to 5130.
- The initial antenna violation count was 0.
- GR Layer Usage met3 :: 7.56%
- For this run, the total global-route usage over all layers was measured as 37.2%.
- met1 track demand over resource after global routing is 51.1%.
- Wire length of the first global-routing pass :: 31000 µm
- Pin count of the biggest net entering global routing :: 31

** Drt
- DRC violation count after routing :: 0
- Antenna cell count :: 0
- Per the detail_route report, the via count comes to 5755.
- Via-to-Cell Ratio :: 7.25
- Dividing the detail-routed wire length by the instance count gives around 26 µm.
- Once detail routing completed, the nets flagged for antenna violations numbered 0.
- The first detailed-routing pass ran for 6 iterations.
- The wire length recorded after detailed routing is 20600 µm.
- After the first detailed-routing iteration, the DRC count stood at 654.

** Placement
- Number of buffer cells added on primary ports :: 6
- Detailed-placement wirelength estimate :: 16500 µm
- Placed insts :: slightly below 800
- Gpl congestion :: 1.03

** Floorplan
- Per the OpenROAD floorplan log, the height of the die is 107 µm.
- FP Rows :: 37
- Overall chip area :: 11400 µm²
- At the floorplan stage, the core utilization is reported as 41.8%.
- The total area inside the core boundary comes to 10500 µm².
- Die width :: 107 µm
- 7 I/O pins were placed.

** Final timing
- For the final database, setup skew stands at 7.44 ps.
- Final sum of negative setup slack :: 0 ps
- For the pin with the worst max-slew slack, the measured transition is 856 ps.
- Setup repair after global routing left no endpoint under its margin.
- Final hold violation count :: 0
- Post-layout minimum cycle time :: 5550 ps
- Max-slew violation count :: 0
- The last timing report of the flow puts the setup violation total at 0.
- Worst Hold Slack :: about 530 ps
- Based on the critical path, the design can be clocked at up to between 150 and 200 MHz.
- Part of the cycle the worst path needs :: 63.8%
- Max-Slew Margin vs Limit :: 42.5%

** CTS
- Clock latency on the worst-skew pair :: between 200 and 300 ps
- Hold_buf cts :: 0
- CTS reports a maximum clock tree buffer depth of 2.
- Quantity of gates resized following cts :: 0
- Post-CTS Setup Bufs :: 0
- Clock transition time at the flip-flop clock pins of the worst setup and hold paths :: ~100 ps
- The tree built by TritonCTS fans out to 22 sinks.
- TritonCTS built the clock tree.
- CTS placed an instance of clkbuf_8 at the clock tree root.
- Per the CTS log, the maximum H-tree level is 1.
- TritonCTS buffer count :: 3

** Power
- Worst vdd rail ir drop :: 0.192 mV
- The design draws 0.000486 W.
- The analysis attributes to cell leakage a power of 1.51 nW.
- Power spread over the standard cell area amounts to 106 nW/µm².

** Final layout
- Non-Filler Instances :: between 700 and 800
- Cells with a size suffix above 1 make up 6.84% of the layout.
- Final core utilization :: 43.8%
- Post-synthesis to final-layout area growth :: 4.75%
- Fill cell instance count of the final layout :: 1083

** Status
- The run finished with clean final reports.

** Hold path
- Worst min-delay path class :: register to register
-- cell families after synthesis --
| family | count (synthesis) | synth area share [%] |
|---|---|---|
| simple gates | 364 | 45.5 |
| compound gates | 194 | 30.4 |
| buf+inv | 66 | 6.46 |
| flops | 22 | 10.2 |
| xor+xnor | 21 | 4.18 |
| mux | 9 | 2.08 |
| fa+ha+maj | 4 | 1.14 |
-- power by group --
group | internal (W) | switching [W] | leakage [nW]
registers | 0.000109 | 0.0000112 | 0.181
clock network | 0.0000617 | 0.0000417 | 0.0357
logic | 0.0000733 | 0.000189 | 1.29
total | 0.000244 | 0.000242 | 1.51
-- metrics by stage --
step / setup WS (ps) / cell area, µm²
2_1_floorplan: 4790 / 4400
3_3_place_gp: 3450 / 4530
3_5_place_dp: 3290 / 4530
4_1_cts: 3260 / 4600
5_1_grt: 2830 / 4600
6_report: 3150 / 4600
-- state kept, by name (all words and copies together) (netlist names) --
| signal | count |
|---|---|
| out | 1 |
| ti | 21 |
-- routing by layer --
metal | up-vias | wire [µm] | part of all wire (%)
li1 | 2586 | - | -
met2 | 426 | 8730 | 42
met5 | - | 0 | 0
met4 | 0 | 1360 | 6.6
met3 | 96 | 2360 | 11
met1 | 2647 | 8140 | 40
-- worst paths after layout --
kind | startpoint | to | slack [ps] | cells after the start
setup reg to reg | ti[1] | out | 3150 | 11
hold reg to reg | ti[20] | ti[20] | 530 | 2
setup / recovery | ti[1] | out | 3150 | 11
hold / removal | ti[20] | ti[20] | 530 | 2
-- worst reg2reg max path: cells and delay by family, from the launching register on --
family	cells	cell delay, ps
AOI/OAI and AO/OA	2	560
adders and majority gates	1	730
muxes	1	220
DFF	1	690
and+or+nand+nor	7	3050
-- area by class of cell --
class / instances / area, µm² / share of cell area (%)
clock buffers: 3 / 41.3 / 0.897
clock inverters: 1 / 30.0 / 0.652
inverters: 17 / 63.8 / 1.39
multi-input cells: 592 / 3660 / 79.5
flip-flops and latches: 22 / 450 / 9.78
well taps: 136 / 170 / 3.70
repair buffers: 23 / 188 / 4.08
-- cells in the final DEF (no fill, tap or decap), types with 16 or more instances in the layout --
master	n
a21oi_1	26
nor4_1	16
nor3_1	40
nand4_1	28
inv_1	16
xnor2_1	16
dfxtp_1	21
o21ai_0	43
buf_4	17
nand2_1	62
nor2_1	73
a31oi_1	18
nand3_1	40
-- cell usage after synthesis, types with 15 or more instances --
cell type | instances | area, µm²
nor2_1 | 73 | 274
nand2_1 | 62 | 233
o21ai_0 | 43 | 215
nand3_1 | 40 | 200
nor3_1 | 40 | 200
clkbuf_1 | 30 | 113
nand4_1 | 28 | 175
a21oi_1 | 26 | 130
dfxtp_1 | 21 | 420
a31oi_1 | 18 | 113
inv_1 | 16 | 60.1
nor4_1 | 16 | 100
xnor2_1 | 16 | 140
and3_1 | 15 | 93.8
Power is estimated from default activity; no workload was simulated.
