$ cat design.v
module BugKiller (in,clk1M,out);
	input  in,clk1M;
	output out;
	wire in,clk1M;
	reg out;
	reg [19:0] ti;
	reg [2:0] sta;
	initial
		begin  
    		ti=0;
			sta=3'b000;
		end
	always @ (posedge clk1M)
		begin
			ti=ti+1;	
			case(sta)
				3'b000 :
							begin
								if(in==1)
									sta=3'b000;
								else 
									begin
										sta=3'b001;
										ti=0;
									end
							end
				3'b001 :
							begin
								if(ti<10000)
									sta=3'b001;
								else	
									sta=3'b010;
							end
				3'b010 :
							begin
								if(in==1)
									sta=3'b000;
								else
									sta=3'b011;
							end
				3'b011 :
							begin
								if(in==1)
									begin
										sta=3'b100;
										ti=0;
									end
								else
									sta=3'b011;
							end						
				3'b100 :
							begin
								if(ti<200000)
									sta=3'b100;
								else
										sta=3'b101;
							end
				3'b101 :
							begin
								if(in==1)
									sta=3'b000;
								else
									sta=3'b011;
							end
			endcase
			case(sta)
				3'b000 : out=1;
				3'b001 : out=1;
				3'b010 : out=1;
				3'b011 : out=0;					
				3'b100 : out=0;
				3'b101 : out=0;
			endcase
		end
endmodule
$ cat config.mk
export PLATFORM = sky130hd
export DESIGN_NAME = BugKiller
export DESIGN_NICKNAME = BugKiller
export VERILOG_FILES = /design/flow/design.v
export SDC_FILE = /design/flow/constraint.sdc
export NUM_CORES = 4
export LEC_CHECK = 1
export CORE_AREA = 10 10 89 89
export DIE_AREA = 0 0 99 99
$ cat constraint.sdc
current_design BugKiller

set clk_period 4.5
set clk_io_pct 0.2

create_clock -name clk0 -period $clk_period [get_ports {clk1M}]

set non_clock_inputs [all_inputs -no_clocks]
set_input_delay [expr $clk_period * $clk_io_pct] -clock clk0 $non_clock_inputs
set_output_delay [expr $clk_period * $clk_io_pct] -clock clk0 [all_outputs]
$ cat run.sh
#!/bin/bash
# OpenROAD 26Q1-2900-gdf79404cd8, Yosys 0.63+post, stock flow scripts
make -C /OpenROAD-flow-scripts/flow DESIGN_CONFIG=/design/flow/config.mk WORK_HOME=/design/flow/orfs finish
==> qor.txt <==
outcome = completed
Die Ht = 99 µm
maximum vdd drop = 0.136 mV
Fmax = 425 MHz
share of cells above drive strength 1 = 10.5%
Distinct cells, synth = 41
worst reg2reg path depth = 8
Congestion Overflow GR = 0
Critical Path Source Type = flip-flop
cell count after synthesis = 179
Starting DRT DRC Count = 87
drt first pass iters = 4
Worst Tran Pin Value = 510 ps
M2 GR Usage = 9.02%
# DRC = 0
Main area contributors = dfxtp_1, xnor2_1, nor2_1
post-cts resize count = 0
met1 Use GR = 8.82%
largest net degree at the start of global routing = 21
filler instances = 617
Area growth syn-to-layout = 7.66%
fp util = 25.4%
Yosys Warn Count = 1
Non-Filler Instances = 247
CTS tree = done
clk sink count = 24
initial antenna violation count = 0
Root Driver = clkbuf_8
Seq pwr share = 49.6%
cts hold-fix bufs = 0
ANT cells = 0
Crit. End Element = flip-flop
Max FO, Critical Path = 6
Rel. slew slack = 65.7%
Yosys top cell by area = dfxtp_1
Placer Congestion = 0.864
Post-Synthesis Cell Area = 1520 µm²
CTS max path bufs = 2
DR WL/cell = 11.5 µm
total core area = 5990 µm²
Power Dens Cells = 404 nW/µm²
area share of the largest cell type after synthesis = 30.3%
number of vias in the routed layout = 1184
RSZ-0062 raised after global routing = no
Hold Path Stages = 1
endpoints failing setup = 0
I/O Buffers = 2
TNS Setup = 0 ps
Synth Seq Share = 32.3%
Final Hold Viols = 0
Gate power share = 28.0%
Antenna Nets Post-Route = 0
Tot GR Track Use = 5.98%
H-tree levels = 1
Die Wd = 99 µm
Hold Path Class = reg -> reg
main flop type after synthesis = dfxtp_1
routing usage on met3 = 0.846%
Period Utilization, post-route = 52.3%
Post-Syn Area per Cell = 8.49 µm²
placed cell count = 243
chip footprint = 9800 µm²
# IOs = 3
asr flop ratio synth = 0%
CTS buffer count = 3
number of enable flip-flop cells = 1
HPWL reported at the end of detailed placement = 1.96 mm
row count = 28
via/cell ratio = 4.79
Worst EP required = 4660 ps
Worst Skew = 0.974 ps
Final Critical Period = 2350 ps
Pwr Total = 0.660 mW
Clock Power Share = 22.4%
leakage power = 0.619 nW
WP data arrival = 2510 ps
CP Class = reg -> reg
synthesized flop and latch total = 24
final wirelength = 2.84 mm
number of global-route vias before repair = 1140
yosys cell count = 179
Sw Pwr = 0.240 mW
Final Max Slew Viols = 0
max-cap viol count = 0
clock slew at reported path FFs = 90 ps
GR peak layer = met2
switch share = 36.3%
post-CTS setup buffers = 0
clk latency of the worst-skew pair = 260 ps
Internal = 0.420 mW
global-route wire length before repair = 5.21 mm
tool warnings = 26
YS chip area = 1520 µm²
## cells in the mapped netlist, drive strengths merged, types with 6 or more instances
library cell,instances
and3,8
xnor2,16
nand3,10
clkbuf,7
nand2,13
nor2,28
dfxtp,23
a21oi,9
buf,7
nand4,9
nor4,6
xor2,7
## sequential cells by signal, indices dropped and copies added, names as in the netlist
signal,count
ti,20
sta,3
out,1
## cells in the final DEF, fill, tap and decap left out, types with 2 or more instances in the layout
cell type / instances
a21oi_1: 9
a221o_1: 2
a31oi_1: 2
and3_1: 6
and3_4: 2
clkbuf_8: 4
clkdlybuf4s50_1: 2
dfxtp_1: 23
ha_1: 2
inv_1: 2
nand2_1: 12
nand3_1: 8
nand3_4: 2
nand4_1: 7
nand4_2: 2
nor2_1: 27
nor2b_1: 3
nor3_1: 4
nor3b_1: 2
nor4_1: 4
nor4_4: 2
o21ai_0: 3
o21bai_1: 2
or3_1: 2
xnor2_1: 16
xor2_1: 7
## cell families (layout without fill, tap and decap cells)
family / Yosys count / after routing / synth area share [%]
and+or+nand+nor: 87 / 87 / 34.7
xor gates and xnor gates: 23 / 23 / 13.3
DFF: 24 / 24 / 32.3
adders and majority gates: 2 / 2 / 1.65
muxes: 1 / 1 / 0.659
AOI/OAI and AO/OA: 26 / 26 / 13.0
buffers and inverters: 16 / 9 / 4.45
## final timing paths
kind / from / endpoint / slack [ps]
setup reg to reg: ti[0] / sta[0] / 2150
hold reg to reg: ti[0] / ti[0] / 510
hold / removal: ti[0] / ti[0] / 510
setup / recovery: ti[0] / sta[0] / 2150
## area by class of cell
cell class,count,area (µm²),area share (%)
clock buffer,4,55.1,3.37
inverter,2,7.51,0.459
multi-input combinational,139,961,58.8
sequential,24,490,30.0
tap,75,93.8,5.74
timing repair buffer,3,27.5,1.68
## metrics by stage
stage	util, %	worst slack [ps]	cell area (µm²)	hold WS, ps
3_5_place_dp	26.4	2060	1580	487
3_3_place_gp	26.4	2080	1580	481
4_1_cts	27.3	2150	1640	508
2_1_floorplan	-	2340	1520	456
5_1_grt	27.3	1910	1640	540
6_report	27.3	2150	1640	505
## metal layers
| layer | vias up | routed length [µm] | share of wire, % |
|---|---|---|---|
| met4 | 0 | 12 | 0.42 |
| li1 | 614 | - | - |
| met2 | 14 | 1250 | 44 |
| met5 | - | 0 | 0 |
| met1 | 554 | 1490 | 53 |
| met3 | 2 | 88 | 3.1 |
## power by group through the flow
stage	logic [mW]	clock network (mW)	registers, mW
4_1_cts	0.187	0.154	0.327
5_1_grt	0.215	0.166	0.339
6_report	0.185	0.148	0.327
## worst max-delay path, cell delays in order (launching register included)
cell     delay [ps]
dfxtp_1         430
ha_1            300
nand4_2         250
nor4_4          330
and3_4          270
a31o_4          150
nand2_2          50
o211a_1         210
a221o_1         250
No activity file was given, so power comes from the tool's default toggle rates.
