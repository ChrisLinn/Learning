$ cat flow/run.sh
#!/bin/bash
# OpenROAD 26Q1-2900-gdf79404cd8, Yosys 0.63+post, stock flow scripts
make -C /OpenROAD-flow-scripts/flow DESIGN_CONFIG=/design/flow/config.mk WORK_HOME=/design/flow/orfs finish
$ cat flow/config.mk
export PLATFORM = sky130hd
export DESIGN_NAME = AngryPuppy
export DESIGN_NICKNAME = AngryPuppy
export VERILOG_FILES = /design/flow/design.v
export SDC_FILE = /design/flow/constraint.sdc
export NUM_CORES = 4
export LEC_CHECK = 1
export CORE_AREA = 10 10 70 70
export DIE_AREA = 0 0 80 80
$ cat flow/constraint.sdc
current_design AngryPuppy

set clk_period 1.0
set clk_io_pct 0.2

create_clock -name clk0 -period $clk_period

set non_clock_inputs [all_inputs -no_clocks]
set_input_delay [expr $clk_period * $clk_io_pct] -clock clk0 $non_clock_inputs
set_output_delay [expr $clk_period * $clk_io_pct] -clock clk0 [all_outputs]
$ cat flow/design.v
module AngryPuppy (in1,in2,in3,in4,in5,in6,in7,hKey,lKey,signal);
	input  in1,in2,in3,in4,in5,in6,in7,hKey,lKey;
	output [4:0] signal;
	wire in1,in2,in3,in4,in5,in6,in7,hKey,lKey;
	reg [4:0] signal;
	always @(in1 or in2 or in3 or in4 or in5 or in6 or in7 or hKey or lKey)
		begin
			if(!hKey)
				begin
					if(!in1)      signal<=5'b10000;
					else if(!in2) signal<=5'b10001;
					else if(!in3) signal<=5'b10010;
					else if(!in4) signal<=5'b10011;
					else if(!in5) signal<=5'b10100;
					else if(!in6) signal<=5'b10101;
					else if(!in7) signal<=5'b10110;
					else 		  signal<=5'b11111;
				end
			else if(!lKey)
				begin
					if(!in1)      signal<=5'b01000;
					else if(!in2) signal<=5'b01001;
					else if(!in3) signal<=5'b01010;
					else if(!in4) signal<=5'b01011;
					else if(!in5) signal<=5'b01100;
					else if(!in6) signal<=5'b01101;
					else if(!in7) signal<=5'b01110;
					else 		  signal<=5'b11111;
				end
			else
				begin
					if(!in1) 	  signal<=5'b00000;
					else if(!in2) signal<=5'b00001;
					else if(!in3) signal<=5'b00010;
					else if(!in4) signal<=5'b00011;
					else if(!in5) signal<=5'b00100;
					else if(!in6) signal<=5'b00101;
					else if(!in7) signal<=5'b00110;
					else 		  signal<=5'b11111;
				end
		end
endmodule
==> notes.md <==
Notes from the flow run.

Outcome:
- The flow ran to the end, but the final reports show violations.
- The final reports fail on negative setup slack.

Power and ir drop:
- In this run the power density over the cells is 263 nW/um^2.
- The run gives the part of the power in combinational logic as 100.0%.
- The run gives the fraction of power spent switching nets as 31.0%.
- The run gives the reported net switching power as 23.0 uW.
- The run puts the sequential share of power at 0%.
- Internal power comes to 51.2 uW.
- The power report attributes to the clock group a share of 0%.
- For this design the static power due to leakage is 0.000134 uW.
- The run gives the maximum vdd ir drop as 0.0206 mV.

Drt:
- The run gives the wire length reported by the detailed router as 501 microns.
- The run gives the violation count after the first detailed-route iteration as 1.
- The run puts the count of vias placed by the detailed router at 171.
- Nets still carrying antenna violations after routing amount to 0.
- The run puts the number of vias per cell after detailed routing at 2.16.
- The run gives the wire length per cell as 6.34 microns.
- The routed layout reports a DRC error count of 0.
- The run gives the antenna diode count as 0.
- The pre-antenna-repair detailed-routing pass consisted of 2 iterations.

STA:
- The smallest clock period supported by the final layout is computed as 1.08 ns.
- The run gives the final worst-path cycle share as 108%.
- The run puts the worst max-slew margin expressed relative to the limit at 88.5%.
- Once routing completed, OpenROAD measured the worst setup slack at -0.0761 ns.
- The run gives the timing-limited maximum frequency as 0.929 GHz.
- At the pin with the least slew margin, the transition time is 0.171 ns.
- Per the final report, max-transition violations number 0.
- The run puts the number of failing hold endpoints at the final stage at 0.
- Setup repair after global routing could not meet its margin everywhere.
- The run gives the final hold slack as 0.647 ns.
- The run puts the total of endpoints with negative setup slack in the final report at 2.

Global routing:
- For met1 alone, demand over resource in global routing was 1.71%.
- The run puts the wire length of the first global-routing pass at 765 microns.
- On met2, the global router reports a usage of 2.57%.
- The number of antenna violations at the first check in global routing is 0.
- Summed over all layers, the global routing overflow is 0.
- The run gives the combined global-route utilization of all metal layers as 1.39%.
- The run puts the number of global-route vias before repair at 176.
- Entering global routing, the biggest net connects 5 pins.
- met3 track demand over resource after global routing is 0.227%.
- Global route summary, busiest routing layer listed as met2.

Synthesis:
- The run gives the count of instantiated cells in the yosys netlist as 13.
- Yosys mapped the design onto 6 distinct sky130hd cell types.
- The stat command in Yosys gives a chip area of 65.1 sq um.
- The run gives the average instance area after synthesis as 5.00 sq um.
- The run gives the number of warnings reported in the yosys synthesis log as 1.
- The run puts the portion of synthesized cell area occupied by the leading cell type at 23.1%.
- For this run, the register share of the synthesized area comes to 0%.
- By count the netlist is led by sky130_fd_sc_hd__inv_1, sky130_fd_sc_hd__nand2_1, sky130_fd_sc_hd__o21ai_0.
- By area the synthesized netlist is led by sky130_fd_sc_hd__o21ai_0, sky130_fd_sc_hd__a31oi_1, sky130_fd_sc_hd__inv_1.
- The run gives the post-synthesis instance total as 13.
- In this run the cell area of the synthesized design comes to 65.1 sq um.
- Looking at area per cell type in the netlist, the leader is sky130_fd_sc_hd__o21ai_0.

Floorplan:
- Per the OpenROAD floorplan log, the width of the die is 80 microns.
- The run gives the total die size as 6400 sq um.
- The run gives the starting density of the core as 1.90%.
- The floorplan has 21 rows.
- The run puts the number of primary I/O pins at 14.
- Measured along the y axis, the die boundary spans 80 microns.
- The run puts the area of the core at 3420 sq um.

Layout:
- In the final layout, the share of cells above drive strength 1 is 48.5%.
- The run gives the layout sequential cell count as 0.
- The run puts the footprint of the flip-flops and latches at 0 sq um.
- The flow measured a signed area growth from synthesis to layout of 333%.
- The run gives the number of clock buffers in the layout as 0.
- The run gives the filler cell count as 411.
- The run puts the multi-input logic area at 53.8 sq um.

Placement:
- The run puts the pre-CTS setup slack at -0.879 ns.
- The run puts the number of buffers inserted by port buffering at 14.
- The run puts the global placer's final weighted congestion at 0.724.

Min path:
- The path with the worst hold slack has its endpoint at signal[0].
- The worst hold path belongs to the class in2out.
- In this run the most critical hold path is launched from in2.
- The run puts the instance count along the most critical hold path at 3.

Setup path:
- STA classifies the critical path endpoint as an output pin.
- The run gives the worst stage delay on the critical path as 0.19 ns.
- The run gives the standard cell with the maximum stage delay on the critical path as sky130_fd_sc_hd__and4_1.
- The run gives the biggest fanout along the worst timing path as 2.
- The required time at the worst endpoint is listed as 0.80 ns.
- STA classifies the critical path startpoint as a primary input.
- The run gives the critical path arrival as 0.88 ns.
- Per STA, the worst path is made up of buf_6, and4_1, buf_4, nand4_1, o21ai_1, buf_2.
- The critical path is of the in2out type.

Flow run:
- The run puts the stage-log warning count at 34.
- The run gives the number of max-cap violations as 0.
area by class of cell:
class | count | share of cell area (%)
inverter | 3 | 4.00
multi-input combinational | 10 | 19.1
tap | 46 | 20.4
timing repair buffer | 20 | 56.4
stage by stage:
stage	total power, uW	TNS, ns	instance area [sq um]	util [%]	instances
floorplan	9.34	0	65.1	-	13
CTS	72.4	-0.262	280	8.21	78
global route	81.3	-0.296	282	8.24	79
detailed placement	83.2	-3.69	285	8.35	76
global placement	81.1	-3.59	285	8.35	76
finish	74.1	-0.130	282	8.24	79
power by group through the flow:
stage	sequential (uW)	clock (uW)	combinational (uW)
6_report	0	0	74.1
4_1_cts	0	0	72.4
5_1_grt	0	0	81.3
cell families after synthesis:
| logic type | synth area share [%] |
|---|---|
| buffers and inverters | 17.3 |
| and+or+nand+nor | 40.4 |
| AOI/OAI and AO/OA | 42.3 |
layout by cell type (no fill, tap or decap), drive strengths merged:
cell / netlist / routed
o21ai: 3 / 3
clkbuf: 0 / 3
buf: 0 / 13
nand2: 3 / 3
clkdlybuf4s50: 0 / 1
and4: 1 / 1
dlygate4sd2: 0 / 1
a31oi: 2 / 2
clkdlybuf4s15: 0 / 2
inv: 3 / 3
nand4: 1 / 1
worst max path at each step:
| stage | from | endpoint | cells after the start |
|---|---|---|---|
| global route | in3 | signal[3] | 6 |
| finish | in1 | signal[3] | 6 |
| CTS | in1 | signal[3] | 6 |
metal layers:
layer / share of wire, % / wire length (microns)
met5: 0 / 0
met3: 7.8 / 39
met4: 0 / 0
met2: 48 / 242
met1: 44 / 219
critical path, delay by kind of cell:
kind / cells / cell delay (ns)
AND-OR/OR-AND: 1 / 0.07
buffers and inverters: 3 / 0.33
AND/OR/NAND/NOR: 2 / 0.27
repair_timing:
action	in CTS	in global routing
buffers inserted	2	1
setup endpoints to repair	5	4
pin swaps	5	1
resized	38	6
hold buffers	0	0
No activity file was given, so power comes from the tool's default toggle rates.
